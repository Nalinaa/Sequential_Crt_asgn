==> /design/flow/design.v <==
module mod12upcounter(out,rst,clk); output [3:0]out;
input rst,clk; reg [3:0]out;
always @(posedge clk) begin if(rst|out==4'b1011) out<=4'b0000;
else out<=out+1; end endmodule
==> /design/flow/run.sh <==
#!/bin/bash
# OpenROAD 26Q1-2900-gdf79404cd8, Yosys 0.63+post, stock flow scripts
make -C /OpenROAD-flow-scripts/flow DESIGN_CONFIG=/design/flow/config.mk WORK_HOME=/design/flow/orfs finish
==> /design/flow/config.mk <==
export PLATFORM = sky130hd
export DESIGN_NAME = mod12upcounter
export DESIGN_NICKNAME = mod12upcounter
export VERILOG_FILES = /design/flow/design.v
export SDC_FILE = /design/flow/constraint.sdc
export NUM_CORES = 4
export LEC_CHECK = 1
export CORE_AREA = 10 10 70 70
export DIE_AREA = 0 0 80 80
==> /design/flow/constraint.sdc <==
current_design mod12upcounter

set clk_period 1.0
set clk_io_pct 0.2

create_clock -name clk0 -period $clk_period [get_ports {clk}]

set non_clock_inputs [all_inputs -no_clocks]
set_input_delay [expr $clk_period * $clk_io_pct] -clock clk0 $non_clock_inputs
set_output_delay [expr $clk_period * $clk_io_pct] -clock clk0 [all_outputs]
==> results_dict.tcl <==
# metrics dict for downstream scripts
set metrics [dict create \
    finClkSkew_ps 1.05 \
    tritoncts "built" \
    fmax_mhz 926 \
    rsz0062_at_grt "true" \
    min_from "out[3]$_SDFF_PP0_" \
    finalCritPeriodShare_pct 108 \
    place_area_um2 320 \
    track_usage_pct 2.11 \
    hpwl_um 391 \
    ys_cells 16 \
    final_area_um2 395 \
    warnings 27 \
    die_h_um 80 \
    cts_made_buffers 3 \
    top_area_cell "dfxtp_1" \
    tightest_slew_ps 180 \
    first_iter_violations 7 \
    relSlewSlack_pct 88.0 \
    power.density_mw_per_mm2 1170 \
    grt-ovfl-total 0 \
    worst_slack_ps -79.4 \
    setup_tns_ps -103 \
    clock_latency_ps 240 \
    grt_pass1_wl_um 993 \
    critical_path.startpoint_type "flop" \
    fin_crit_ps 1080 \
    htreeDepth 1 \
    top_area_share_pct 47.8 \
    vias 189 \
    crit_type "flop to flop" \
    chip_area_mm2 0.00640 \
    synth.distinct_cells 10 \
    violations "setup timing" \
    grt_max_degree 6 \
    area_growth_pct 136 \
    fin_cells 78 \
    synth_warnings 1 \
    dr.pass1.iters 3 \
    fp_util_pct 4.91 \
    core.rowCount 21 \
    reg.largest.list "out (4)" \
    wl_um 581 \
    end_kind "flop" \
    drv_slew 0 \
    fp.dieW_um 80 \
    comb_area_um2 125 \
    cp_max_fo 3 \
    seqCellArea_um2 87.6 \
    ant_nets 0 \
    grt_pass1_vias 212 \
    syn-cell-area_um2 168 \
    min_path_type "flop to flop" \
    vdd_drop_max_mv 0.267 \
    io_pins 6 \
    largest_reg_flops 4 \
    whs_ps 599 \
    avgSynthCellArea_um2 10.5 \
    cts_hold_buffers 0 \
    place_inst 71 \
    ys_area_um2 168 \
    area_leaders "dfxtp_1 48%, nand2b_1 11%, ha_1 7.5%" \
    worst_ep_arrival_time_ps 1240 \
    gp_congestion 0.769 \
    regMostFlops "out" \
    rr_startpoint "out[0]$_SDFF_PP0_" \
    clock_path_buffers 2 \
    clock_sinks 4 \
    design.core.area_mm2 0.00342 \
    netlist_instances 16 \
    ys.flops 4 \
    fill_cells 393 \
    root_buffer "clkbuf_4" \
    p_leak_nw 0.144 \
    viasPerCell 2.42 \
    wl_per_cell_um 7.45 \
    max_cap_violations 0 \
    setup_violations 2 \
    hold_viol_final 0 \
    port_buffers 5 \
    worstSetupStartpoint "out[0]$_SDFF_PP0_" \
    outcome "finished, violations left" \
    yosys.stat.seqShare_pct 47.8 \
    antenna_found_initial 1 \
    drc 0 \
    clkTransAtPathRegs_ps 40 \
    required_ps 1160 \
    drive_gt1_share_pct 64.5 \
]
synthesized netlist by cell type:
| cell | count |
|---|---|
| nor2b_1 | 1 |
| dfxtp_1 | 4 |
| and3_1 | 1 |
| a21oi_1 | 2 |
| or3b_1 | 1 |
| nand4b_1 | 1 |
| ha_1 | 1 |
| o32ai_1 | 1 |
| nand2b_1 | 3 |
| a211oi_1 | 1 |
through the flow:
step	utilization [%]	setup WS, ps	total power [mW]
4_1_cts	11.4	-73.9	0.468
2_1_floorplan	-	20.9	0.205
3_5_place_dp	9.38	-128	0.249
3_3_place_gp	9.38	-103	0.246
5_1_grt	11.6	-143	0.501
6_report	11.6	-79.4	0.464
cells in the final DEF, fill, tap and decap left out, drive strengths merged:
master / instances
buf: 7
clkbuf: 4
dfxtp: 4
nand2b: 3
a21oi: 2
clkdlybuf4s15: 2
diode: 1
or3b: 1
nor2b: 1
and3: 1
nand4b: 1
o32ai: 1
a211oi: 1
ha: 1
clkdlybuf4s50: 1
dlygate4sd2: 1
critical path: stages, from the launching register on:
cell and delay, ps:
dfxtp_2 320, buf_6 100, ha_4 120, or3b_1 340, a21oi_1 120
report_power, final:
| group | total (mW) | switching [mW] | internal (mW) |
|---|---|---|---|
| clock network | 0.202 | 0.0679 | 0.134 |
| registers | 0.182 | 0.00910 | 0.173 |
| logic | 0.0801 | 0.0299 | 0.0503 |
| total | 0.464 | 0.107 | 0.357 |
final timing paths:
path | cells after the start | end | slack (ps)
setup reg to reg | 4 | out[2]$_SDFF_PP0_ | -80
hold / removal | 3 | out[2]$_SDFF_PP0_ | 600
hold reg to reg | 3 | out[2]$_SDFF_PP0_ | 600
setup / recovery | 4 | out[2]$_SDFF_PP0_ | -80
layout make-up:
class,count,share of cell area (%)
antenna,1,0.633
multi-input combinational,12,31.6
tap,46,14.6
timing repair buffer,12,25.3
sequential,4,22.2
clock buffer,3,5.70
repair_timing:
| item | 4_1_cts | 5_1_grt |
|---|---|---|
| setup endpoints to repair | 7 | 7 |
| pin swaps | 3 | 0 |
| cloned | 0 | 0 |
| resized | 14 | 3 |
| buffers inserted | 3 | 1 |
cell families (layout without fill, tap and decap cells):
| group | Yosys count | count (layout) | synth area share (%) |
|---|---|---|---|
| compound gates | 4 | 4 | 15.7 |
| other cells | 0 | 1 | 0 |
| fa+ha+maj | 1 | 1 | 7.46 |
| simple gates | 7 | 7 | 29.1 |
| buf+inv | 0 | 15 | 0 |
| flops | 4 | 4 | 47.8 |
routing by layer:
metal / vias up / track usage [%] / wire [um]
li1: 92 / - / -
met1: 87 / 2.06 / 241
met2: 10 / 2.57 / 195
met3: 0 / 2.95 / 145
met4: 0 / 0.352 / 0
met5: - / 0 / 0
Power and IR drop assume default switching activity.
