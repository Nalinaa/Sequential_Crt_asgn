==> design/flow/design.v <==
module FIFObuffer( Clk,
dataIn, RD,
WR,
EN,
dataOut, Rst, EMPTY, FULL
);
input Clk,
RD,
WR,
EN,
Rst;
output EMPTY, FULL;
input [31:0]	dataIn;
output reg [31:0] dataOut;  
reg [31:0] FIFO [0:7];
reg [2:0] readCounter = 0,
writeCounter = 0;
 assign EMPTY = (Count==0)? 1'b1:1'b0; assign FULL = (Count==8)? 1'b1:1'b0; always @ (posedge Clk)
begin
if (EN==0);
else begin
if (Rst) begin readCounter = 0;
writeCounter = 0; end
else if (RD ==1'b1 && Count!=0) begin dataOut = FIFO[readCounter]; readCounter = readCounter+1;
end
else if (WR==1'b1 && Count<8) begin FIFO[writeCounter] = dataIn;
writeCounter = writeCounter+1; end
else; end
if (writeCounter==8) writeCounter=0;
else if (readCounter==8) readCounter=0;
else;
if (readCounter > writeCounter) begin Count=readCounter-writeCounter; end
else if (writeCounter > readCounter) Count=writeCounter-readCounter; else;
end endmodule
==> design/flow/run.sh <==
#!/bin/bash
# OpenROAD 26Q1-2900-gdf79404cd8, Yosys 0.63+post, stock flow scripts
make -C /OpenROAD-flow-scripts/flow DESIGN_CONFIG=/design/flow/config.mk WORK_HOME=/design/flow/orfs finish
==> design/flow/config.mk <==
export PLATFORM = sky130hd
export DESIGN_NAME = FIFObuffer
export DESIGN_NICKNAME = FIFObuffer
export VERILOG_FILES = /design/flow/design.v
export SDC_FILE = /design/flow/constraint.sdc
export NUM_CORES = 4
export LEC_CHECK = 1
export CORE_UTILIZATION = 40
==> design/flow/constraint.sdc <==
current_design FIFObuffer

set clk_period 6.7
set clk_io_pct 0.2

create_clock -name clk0 -period $clk_period [get_ports {Clk}]

set non_clock_inputs [all_inputs -no_clocks]
set_input_delay [expr $clk_period * $clk_io_pct] -clock clk0 $non_clock_inputs
set_output_delay [expr $clk_period * $clk_io_pct] -clock clk0 [all_outputs]
==> results.sh <==
# yosys + openroad results
export IMPL_syn_avg_cell_area_um2=24.1
export IMPL_fp_util_pct=40.9
export IMPL_holdCritPathClass="reg -> reg"
export IMPL_critPathMaxStageDelay_ns=0.52
export IMPL_syn_to_final_growth_pct=19.0
export IMPL_worst_ep_required_time_ns=6.90
export IMPL_clock_power_share_pct=38.7
export IMPL_postRouteAntennaNets=0
export IMPL_crit_slowest_cell="nor2_4"
export IMPL_worstPathArrival_ns=3.67
export IMPL_layout_drive_gt1_share_pct=28.6
export IMPL_yosys_area_um2=11000
export IMPL_power_frac_seq_pct=52.3
export IMPL_drt_total_wl_mm=19.6
export IMPL_place_area_um2=12200
export IMPL_track_usage_pct=15.9
export IMPL_path_buffers=2
export IMPL_top_layer_used="met4"
export IMPL_fp_row_count=60
export IMPL_path_class="in -> reg"
export IMPL_cts_setup_buffers=0
export IMPL_tightest_slew_ns=0.753
export IMPL_fin_area_um2=13100
export IMPL_die_h_um=168
export IMPL_clockRootBuffer="clkbuf_16"
export IMPL_wire_per_inst_um=21.4
export IMPL_nFillCells=2138
export IMPL_syn_area_um2=11000
export IMPL_cts_clk_slew_worst_paths_ns=0.06
export IMPL_dr_total_vias=4857
export IMPL_met3RoutedLength_mm=2.20
export IMPL_cts_made_buffers=28
export IMPL_dieArea_um2=28300
export IMPL_clock_skew_ns=0.0108
export IMPL_status="finished clean"
export IMPL_switchingPower_mw=0.843
export IMPL_route_met2_wl_mm=9.46
export IMPL_worst_path_dominant_cell_family="simple AND/OR/NAND/NOR gates"
export IMPL_hold_ws_ns=0.614
export IMPL_place_ws_ns=2.71
export IMPL_report_final_slew_viol_count=0
export IMPL_area_leaders="edfxtp_1 (79%), mux4_2 (13%), mux2_2 (3.4%), dfxtp_1 (1.1%), buf_6 (0.61%)"
export IMPL_drc=0
export IMPL_slew_limit_headroom_pct=49.8
export IMPL_finalCritPeriodShare_pct=51.8
export IMPL_tool_warnings=25
export IMPL_top_area_cell="edfxtp_1"
export IMPL_clk_path_buf_depth=3
export IMPL_cp_end_kind="flip-flop"
export IMPL_cts_resized_gates=0
export IMPL_pwr_share_comb_pct=9.1
export IMPL_start_kind="input port"
export IMPL_setup_tns_ns=0
export IMPL_wirelength_met1_mm=7.57
export IMPL_core_um2=27000
export IMPL_synth_flops=295
export IMPL_num_antenna_cells=0
export IMPL_hold_viol=0
export IMPL_die_width_um=168
export IMPL_critPathMaxFanout=21
export IMPL_vias_per_cell=5.31
export IMPL_layout_setup_ws_ns=3.23
export IMPL_p_int_mw=3.25
export IMPL_period_needed_ns=3.47
export IMPL_top_area_share_pct=78.6
export IMPL_detailed_place_hpwl_mm=10.8
export IMPL_synthCells=458
export IMPL_yosysUniqueCellTypes=33
export IMPL_cts_tree="yes"
export IMPL_ir_drop_mv=0.193
export IMPL_drt_initial_drc_count=236
export IMPL_io_buffers=69
export IMPL_cts_hold_buf=0
export IMPL_antenna_found_initial=0
export IMPL_yosysCellCount=458
export IMPL_cts_max_level=1
export IMPL_ys_seq_share_pct=79.7
export IMPL_clock_latency_ns=0.53
export IMPL_power_density_nw_per_um2=311
export IMPL_grt_pass1_vias=5546
export IMPL_drv_cap=0
export IMPL_pin_count=71
export IMPL_gp_congestion=0.778
export IMPL_dr_pass1_iters=4
export IMPL_max_freq_mhz=288
export IMPL_yosysWarnings=4
export IMPL_grt_max_degree=51
export IMPL_grt_pass1_wl_mm=31.0
export IMPL_rsz0062_at_grt="false"
export IMPL_switching_share_pct=20.6
export IMPL_r2r_slack_ns=4.00
export IMPL_globalRouteOverflowTotal=0
export IMPL_setup_viol=0
export IMPL_clkSinkCount=295
export IMPL_cp_cell_sequence="clkdlybuf4s50_1 > a21boi_1 > nand3_1 > nor2_4 > buf_4"
export IMPL_p_leak_nw=4.06
-- per-layer routing --
metal	vias up	track usage (%)
li1	2135	-
met1	2428	22.6
met2	258	23.9
met3	36	8.91
met4	0	2.77
met5	-	0
-- synth_stat cells, drive strengths merged --
cell,number
nor3b,1
nand2b,3
a21boi,1
clkbuf,4
nand2,4
a32o,1
nor2b,1
o211ai,1
buf,15
inv,4
a21o,2
and3,2
dfxtp,6
conb,1
a22o,1
a21oi,1
a211o,1
edfxtp,289
a22oi,1
nor3,2
nand3,2
nor2,7
o311ai,1
ha,5
mux2,33
mux4,64
nand4,2
o311a,1
o21ai,2
-- power groups by stage --
| stage | logic (mW) | registers (mW) | clock network [mW] |
|---|---|---|---|
| finish | 0.371 | 2.14 | 1.58 |
| global route | 0.406 | 2.15 | 1.69 |
| CTS | 0.380 | 2.14 | 1.62 |
-- cell usage in the layout (no fill, tap or decap), types with 2 or more instances in the layout --
| master | netlist | layout |
|---|---|---|
| edfxtp_1 | 289 | 289 |
| clkdlybuf4s50_1 | 0 | 69 |
| mux4_2 | 62 | 62 |
| mux2_2 | 33 | 33 |
| clkbuf_16 | 0 | 29 |
| buf_4 | 1 | 14 |
| nor2_4 | 0 | 6 |
| clkinv_2 | 0 | 6 |
| ha_1 | 5 | 5 |
| clkbuf_1 | 4 | 5 |
| inv_1 | 4 | 4 |
| nand2_1 | 4 | 4 |
| bufinv_16 | 0 | 4 |
| nand2b_1 | 3 | 3 |
| clkinv_1 | 0 | 3 |
| dfxtp_1 | 6 | 3 |
| mux4_1 | 2 | 2 |
| a21o_1 | 2 | 2 |
| nand4_1 | 2 | 2 |
| nand3_1 | 2 | 2 |
| nor3_2 | 0 | 2 |
| o21ai_0 | 2 | 2 |
| clkinv_4 | 0 | 2 |
| clkinvlp_4 | 0 | 2 |
| dfxtp_4 | 0 | 2 |
-- cell type report --
type | count | area, um2 | share of cell area [%]
sequential | 295 | 8810 | 67.0
multi-input combinational | 140 | 2160 | 16.4
timing repair buffer | 83 | 796 | 6.05
clock buffer | 34 | 744 | 5.66
tap | 341 | 427 | 3.25
clock inverter | 17 | 194 | 1.48
inverter | 4 | 15.0 | 0.114
-- worst register-to-register path, stage by stage (launching register included) --
cell	delay, ns
dfxtp_4	0.77
buf_4	0.73
mux4_1	0.66
mux2_2	0.29
-- metrics by stage --
| stage | utilization (%) | power, mW | std cells |
|---|---|---|---|
| 3_5_place_dp | 45.2 | 2.56 | 863 |
| 4_1_cts | 48.6 | 4.14 | 914 |
| 6_report | 48.6 | 4.09 | 914 |
| 5_1_grt | 48.6 | 4.25 | 914 |
| 3_3_place_gp | 45.2 | 2.55 | 863 |
| 2_1_floorplan | - | 2.43 | 458 |
-- cell families (layout without fill, tap and decap cells) --
group                      count (synthesis)  after routing  share of synthesized area (%)
AOI/OAI and AO/OA                         13             13                          0.895
adders and majority gates                  5              5                          0.566
buffers and inverters                     23            138                           1.28
DFF                                      295            295                           79.7
muxes                                     97             97                           16.5
other                                      1              1                         0.0340
and+or+nand+nor                           24             24                           1.08
-- flip-flops by register name, indices dropped and copies added, names as in the netlist --
register	cells
readCounter	3
writeCounter	3
FIFO	256
dataOut	32
Count	1
-- final timing paths --
check,startpoint,to,cells past startpoint
worst max register to register,readCounter[0],dataOut[15],3
worst min-delay path,writeCounter[0],writeCounter[0],2
worst min register to register,writeCounter[0],writeCounter[0],2
worst max-delay path,RD,FIFO[2][24],5
Power is estimated from default activity; no workload was simulated.
