--- design/flow/design.v ---
module Sequence_Detector_MOORE(sequence_in,clock,reset,detector_out
);
input clock; input reset;
input sequence_in; output reg detector_out; parameter Zero=3'b000, One=3'b001,
OneZero=3'b011, OneZeroOne=3'b010, OneZeroOneOne=3'b110;
reg [2:0] current_state, next_state; always @(posedge clock, posedge reset) begin
if(reset==1) current_state <= Zero; else
current_state <= next_state; end
always @(current_state,sequence_in) begin
case(current_state) Zero:begin if(sequence_in==1) next_state = One; else
next_state = Zero; end
One:begin if(sequence_in==0) next_state = OneZero; else
next_state = One; end OneZero:begin
if(sequence_in==0) next_state = Zero; else
next_state = OneZeroOne; end
OneZeroOne:begin if(sequence_in==0) next_state = OneZero; else
next_state = OneZeroOneOne; end
OneZeroOneOne:begin if(sequence_in==0) next_state = OneZero; else
next_state = One;
end
default:next_state = Zero; endcase
end
always @(current_state) begin case(current_state) Zero: detector_out = 0; One: detector_out = 0;
OneZero: detector_out = 0; OneZeroOne: detector_out = 0; OneZeroOneOne: detector_out = 1; default: detector_out = 0;
endcase end endmodule
--- design/flow/constraint.sdc ---
current_design Sequence_Detector_MOORE

set clk_period 1.2
set clk_io_pct 0.2

create_clock -name clk0 -period $clk_period [get_ports {clock}]

set non_clock_inputs [all_inputs -no_clocks]
set_input_delay [expr $clk_period * $clk_io_pct] -clock clk0 $non_clock_inputs
set_output_delay [expr $clk_period * $clk_io_pct] -clock clk0 [all_outputs]
--- design/flow/run.sh ---
#!/bin/bash
# OpenROAD 26Q1-2900-gdf79404cd8, Yosys 0.63+post, stock flow scripts
make -C /OpenROAD-flow-scripts/flow DESIGN_CONFIG=/design/flow/config.mk WORK_HOME=/design/flow/orfs finish
--- design/flow/config.mk ---
export PLATFORM = sky130hd
export DESIGN_NAME = Sequence_Detector_MOORE
export DESIGN_NICKNAME = Sequence_Detector_MOORE
export VERILOG_FILES = /design/flow/design.v
export SDC_FILE = /design/flow/constraint.sdc
export NUM_CORES = 4
export LEC_CHECK = 1
export CORE_AREA = 10 10 70 70
export DIE_AREA = 0 0 80 80
==> impl_results.rst <==
Physical design figures
=======================

.. list-table::
   :header-rows: 1

   * - Metric
     - Value
   * - Status
     - finished, final reports clean
   * - Number of design-rule violations left by the first detailed-router iteration
     - 12
   * - Final hold violation count
     - 0
   * - Drt pass-1 iters
     - 2
   * - Register with the most flip-flops
     - current_state
   * - Largest net degree at the start of global routing
     - 6
   * - Comb. cell area
     - 37.5 sq um
   * - Row count
     - 21
   * - Die y size
     - 80 um
   * - Die Area
     - 6400 sq um
   * - DIE WIDTH
     - 80 um
   * - Cells after Synth
     - 13
   * - Post-Syn Area
     - 168 sq um
   * - Root buffer selected by CTS
     - sky130_fd_sc_hd__clkbuf_4
   * - Largest stage delay on the critical path
     - 360 ps
   * - Total global-route track usage
     - 1.49%
   * - Number of levels the H-tree was split into
     - 1
   * - Number of sinks on the clock net
     - 5
   * - Areal power density over the cells
     - 1430 nW/um^2
   * - Critical path's top delay family
     - flip-flops
   * - Vias per cell
     - 1.73
   * - Post-synth top area share
     - 59.7%
   * - Buffers and inverters on the worst path
     - 1
   * - Number of cells in the yosys synthesis report
     - 13
   * - Unrepaired setup endpoints after global routing
     - no
   * - Smallest hold slack
     - 199 ps
   * - Maximum resistive drop on vdd
     - 0.258 mV
   * - Number of hold-repair buffers added at the cts stage
     - 0
   * - Worst path setup slack after routing
     - 125 ps
   * - Worst skew pair latency
     - 240 ps
   * - Half-perimeter wire length after detailed placement
     - 276 um
   * - Count of library flops with an enable pin
     - 0
   * - Leak pwr
     - 0.122 nW
   * - Cell area after placement
     - 255 sq um
   * - Post-Syn Area per Cell
     - 12.9 sq um
   * - Clock tree skew after final layout
     - 2.85 ps
   * - Finished Cell Area
     - 288 sq um
   * - Biggest area contributors in the synthesized netlist
     - sky130_fd_sc_hd__dfrtp_1 (60%), sky130_fd_sc_hd__dfstp_2 (16%), sky130_fd_sc_hd__and2_1 (7.5%)
   * - Flops out of synthesis
     - 5
   * - Arrival time of data at the critical path endpoint
     - 830 ps
   * - Largest registers
     - current_state x5
   * - Post-DR wirelength/cell
     - 5.81 um
   * - Final worst path period need
     - 1070 ps
   * - Core area
     - 3420 sq um
   * - Class of the worst hold path
     - primary input to async pin
   * - Count of antenna diodes in the layout
     - 0
   * - Area leader, netlist
     - sky130_fd_sc_hd__dfrtp_1
   * - Via count of the first global-routing pass
     - 150
   * - Number of fillers in the final layout
     - 413
   * - Cell Count, Final, Fillers Out
     - 67
   * - Ys async rst share
     - 100%
   * - Dominant register cell
     - sky130_fd_sc_hd__dfrtp_1
   * - Endpoints failing setup
     - 0
   * - Dominant cell by count in the synthesized netlist
     - sky130_fd_sc_hd__dfrtp_1
   * - Final tally of max-slew violations
     - 0
   * - Area Overhead vs Synth
     - 71.6%
   * - Number of buffers created by CTS
     - 3
   * - Worst Setup Start Kind
     - flip-flop
   * - Maximum fanout along the worst path
     - 2
   * - Largest register FFs
     - 5
   * - Maxcap violations
     - 0
   * - Sequential fraction of the synthesis area
     - 75.4%
   * - Placed Cells
     - 62
   * - Number of buffers added on ports
     - 3
   * - Total vias in the final route
     - 116
   * - Initial antenna violation count
     - 0
   * - Fmax
     - 0.931 GHz
   * - DRC
     - 0
   * - Headroom to the max-slew limit
     - 88.0%
   * - Post-synth area from yosys stat
     - 168 sq um
   * - Type of destination of the critical path
     - output port
   * - # IOs
     - 4
   * - Worst endpoint required time
     - 960 ps
   * - Worst Tran Pin Value
     - 180 ps
   * - Remaining Overflow, GRT
     - 0
   * - Number of OpenROAD warnings
     - 25
   * - Bufs on Longest Clock Path
     - 2
   * - Clock-pin slew on the worst setup and hold paths
     - 40 ps
   * - Detailed Route WL
     - 389 um
   * - First-pass GRT wire length
     - 662 um
   * - Setup WS pre-CTS
     - 116 ps
   * - Yosys warning count
     - 1
   * - Highest-delay cell along the critical path
     - sky130_fd_sc_hd__dfrtp_1
   * - Total power
     - 0.412 mW
   * - Clock tree from TritonCTS
     - yes
   * - List of cells traversed by the critical path
     - dlygate4sd2_1
   * - Worst setup path category
     - flip-flop to output port
   * - Distinct cell type count of the synthesized netlist
     - 7
   * - Final core utilization
     - 8.42%
   * - Sum of negative setup slack
     - 0 ps
   * - Remaining antenna violation count after routing
     - 0
   * - Final Wtd Congestion
     - 0.626
   * - Fraction of layout instances using a drive strength above 1
     - 23.8%
   * - Period utilization
     - 89.6%
   * - Core Density at Floorplan
     - 4.91%
   * - Sequential cell area in the final layout
     - 126 sq um
   * - Top post-synthesis cells by count
     - sky130_fd_sc_hd__dfrtp_1 (4), sky130_fd_sc_hd__nor2_1 (3), sky130_fd_sc_hd__and2_1 (2)
[layer usage]
| layer | GRT usage [%] | wire length (um) | share of wire (%) |
|---|---|---|---|
| met5 | 0 | 0 | 0 |
| met4 | 0.528 | 6 | 1.5 |
| met3 | 2.73 | 106 | 27 |
| met2 | 1.44 | 116 | 30 |
| met1 | 1.28 | 160 | 41 |
[cells by family after synthesis]
kind of cell / after synthesis / share of synthesized area (%)
AND/OR/NAND/NOR: 6 / 17.2
flip-flops: 5 / 75.4
AND-OR/OR-AND: 1 / 5.22
buffers and inverters: 1 / 2.24
[layout make-up]
cell class	instances	area share [%]
timing repair buffer	4	12.6
tap	46	20.0
inverter	1	1.30
clock buffer	4	9.13
multi-input combinational	7	13.0
sequential	5	43.9
[timing repair]
item,4_1_cts,5_1_grt
setup buffers,1,0
gates resized,1,0
setup endpoints to repair,1,0
[final timing paths]
check                                 startpoint          endpoint  slack (ps)  cells after the start
worst max-delay path            current_state[2]      detector_out         130                      1
worst min-delay path                       reset  current_state[2]         200                      2
worst max register to register  current_state[2]  current_state[3]         320                      2
worst min register to register  current_state[1]  current_state[2]         490                      1
max in group asynchronous                  reset  current_state[0]         760                      2
min in group clk0               current_state[1]  current_state[2]         490                      1
[power by group]
group	total, mW	internal, mW	switching (mW)
sequential	0.192	0.184	0.00706
clock	0.192	0.126	0.0665
combinational	0.0284	0.0163	0.0120
[cells in the final DEF, fill, tap and decap left out]
cell and instances:
sky130_fd_sc_hd__dfstp_2 1, sky130_fd_sc_hd__clkbuf_1 1, sky130_fd_sc_hd__nor3_1 1, sky130_fd_sc_hd__dfrtp_1 4, sky130_fd_sc_hd__inv_1 1, sky130_fd_sc_hd__o31a_1 1
sky130_fd_sc_hd__dlygate4sd2_1 1, sky130_fd_sc_hd__buf_4 1, sky130_fd_sc_hd__clkdlybuf4s50_1 2, sky130_fd_sc_hd__and2_1 2, sky130_fd_sc_hd__clkbuf_4 3, sky130_fd_sc_hd__nor2_1 3
Power figures rest on the tool's default switching activity, not on a simulated workload.
